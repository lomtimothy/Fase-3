==> design/flow/design.v <==
module BF #(parameter WIDTH = 32) (
    input [WIDTH-1:0] IN,
    input CLK,
    output reg [WIDTH-1:0] OUT
);
always @(posedge CLK) begin	 
	OUT <= IN;	 
end
endmodule
==> design/flow/run.sh <==
#!/bin/bash
# OpenROAD 26Q1-2900-gdf79404cd8, Yosys 0.63+post, stock flow scripts
make -C /OpenROAD-flow-scripts/flow DESIGN_CONFIG=/design/flow/config.mk WORK_HOME=/design/flow/orfs finish
==> design/flow/config.mk <==
export PLATFORM = sky130hd
export DESIGN_NAME = BF
export DESIGN_NICKNAME = BF
export VERILOG_FILES = /design/flow/design.v
export SDC_FILE = /design/flow/constraint.sdc
export NUM_CORES = 4
export LEC_CHECK = 1
export CORE_AREA = 10 10 72 72
export DIE_AREA = 0 0 82 82
export SYNTH_HDL_FRONTEND = slang
==> design/flow/constraint.sdc <==
current_design BF

set clk_period 1.0
set clk_io_pct 0.2

create_clock -name clk0 -period $clk_period [get_ports {CLK}]

set non_clock_inputs [all_inputs -no_clocks]
set_input_delay [expr $clk_period * $clk_io_pct] -clock clk0 $non_clock_inputs
set_output_delay [expr $clk_period * $clk_io_pct] -clock clk0 [all_outputs]
==> results.cfg <==
; flow metrics
[setup_path]
worstPathBufferInverterCount = 1
worst_ep_required_time_ns = 0.80
end_kind = output pin
timing.critical_path.slowest_stage_cell = sky130_fd_sc_hd__dfxtp_2
critPathMaxStageDelay_ns = 0.31
crit_family = flip-flops
crit_chain = clkdlybuf4s15_1
startpoint_type = flip-flop
worst-endpoint-arrival_ns = 0.75
critical_path_start_end_classification = reg -> out
crit_fanout = 1

[route]
n_antenna_cell = 0
via_count = 511
routed_wire_length_per_instance_um = 13.0
drt_iter0_markers = 3
detail_route.wirelength_mm = 1.98
detailedRoute.firstPassIterationCount = 2
viasPerCell = 3.36
route.detailed.drc = 0
route.antenna.remaining_nets = 0

[grt]
grtUsageMet3 = 0.0617
grt_pass1_wl_mm = 2.84
global_route.usage.met2 = 0.0792
globalRouteTotalUtil = 0.0563
largest_net_degree_at_the_start_of_global_routing = 11
grt_pass1_vias = 549
grt_remaining_overflow = 0
use_met1 = 0.0544
initial_antenna_violation_count = 0
gr-max-usage-layer = met2

[layout]
syn2layout_area_growth_pct = 117
post-route-util = 0.377
instances_no_fill = 152
largest_register_ffs = 32
largest-register = OUT
logic_gate_count = 0
area.combinational_um2 = 0
largestRegisters = OUT x32
fillerInstances = 358
drive_above_1_share = 0.385

[timing]
setup_violating_endpoint_count_in_the_final_report = 0
timing_worst_slew_pin_value_ns = 0.0616
timing.max_slew.rel_slack = 0.959
min_period_ns = 0.954
fmaxAchievable_ghz = 1.05
drv_slew = 0
final.period_utilization = 0.954
report.final.hold_viol_count = 0
setup_tns_ns = 0

[logic_synthesis]
top_area_frac = 1.00
yosysTopAreaCell = sky130_fd_sc_hd__dfxtp_1
synth_cells = 32
postSynthAreaPerCell_um2 = 20.0
synth_seq_share = 1.00
yosysWarningCount = 0
post_synth_area_hogs = sky130_fd_sc_hd__dfxtp_1
syn_area_um2 = 641
asyncSetResetFlopFracSynth = 0
synth_flops = 32
netlist_top_cells_count = sky130_fd_sc_hd__dfxtp_1
synth-edff-count = 0
synth.yosys.num_cells = 32
yosysMostFrequentCell = sky130_fd_sc_hd__dfxtp_1
synth.yosys.chip_area_um2 = 641
flop_cell = sky130_fd_sc_hd__dfxtp_1
yosys.cell_types.count = 1

[clocking]
clk_pin_slew_worst_paths_ns = 0.06
cts_setup_buffers = 0
cts-htree-levels = 2
tritoncts.num_buffers = 5
cts_tree = yes
root_buffer = sky130_fd_sc_hd__clkbuf_8
ctsLongestPathBuffers = 2
cts_sinks = 32

[floorplanning]
horizontal_die_size_um = 82
core_area_um2 = 3690
boundaryPins = 65
core.rowCount = 22
floorplan.core_util = 0.174
die_height_um = 82
design.die.area_um2 = 6720

[place]
portBuffers = 64
gp_congestion = 0.763
placed_cells_incl_taps = 144

[flow_run]
drv_cap = 0
log.warning_count = 25

[status]
outcome = completed

[power]
worst_ir_drop_vdd_mv = 0.854
p_per_area_nw_per_um2 = 2060
power.static_leakage_uw = 0.000598

[min_path]
min_path_type = in -> reg
cell type report:
class / instances / area (um^2) / area share
clock buffer: 7 / 96.3 / 0.0694
clock inverter: 1 / 30.0 / 0.0216
sequential: 32 / 657 / 0.473
tap: 48 / 60.1 / 0.0432
timing repair buffer: 64 / 546 / 0.393
kinds of logic after synthesis:
group / after synthesis / synth area share
flip-flops: 32 / 1.00
per-layer routing:
layer  wire length (um)  part of all wire  up-vias
met5                  0                 0        -
met4                 40             0.020        0
met3                450              0.23        6
met2                870              0.44       43
met1                622              0.31      225
li1                   -                 -      237
power breakdown:
group	switching, uW	leakage, uW	internal, uW
Combinational	25.7	0.000263	163
Sequential	15.4	0.000270	1350
Clock	435	0.0000645	878
path summary, 6_finish.rpt:
kind	start	end	slack (ns)	cells after the start
worst max-delay path	OUT[16]	OUT[16]	0.05	1
worst min-delay path	IN[17]	OUT[17]	0.36	1
cells in the final DEF, fill, tap and decap left out, drive strengths merged:
cell type and n:
clkbuf 26, clkdlybuf4s15 13, dfxtp 32, bufinv 1, clkdlybuf4s50 32
repair_timing:
item | CTS | global route
hold buffers | 0 | 0
gates resized | 65 | 31
setup endpoints to repair | 32 | 25
cloned | 0 | 0
through the flow:
step                cell area [um^2]  hold WS (ns)  setup slack (ns)  power, uW
floorplan                        641         0.228             0.538       1370
global placement                1340         0.651            0.0381       1630
detailed placement              1340         0.654            0.0252       1630
CTS                             1470         0.352           0.00836       2940
global route                    1390         0.329          -0.00105       3020
finish                          1390         0.356            0.0457       2870
No activity file was given, so power comes from the tool's default toggle rates.
