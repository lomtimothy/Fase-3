**/design/flow/Mdatos**
```
00000000000000000000000000000000
00000000000000000000000000000000
00000000000000000000000000000000
00000000000000000000000000000000
00000000000000000000000000000000
00000000000000000000000000000000
00000000000000000000000000000000
00000000000000000000000000000000
00000000000000000000000000000000
00000000000000000000000000000000
00000000000000000000000000000000
00000000000000000000000000000000
00000000000000000000000000000000
00000000000000000000000000000000
00000000000000000000000000000000
00000000000000000000000000000000
00000000000000000000000000000000
00000000000000000000000000000000
00000000000000000000000000000000
00000000000000000000000000000000
00000000000000000000000000000000
00000000000000000000000000000000
00000000000000000000000000000000
00000000000000000000000000000000
00000000000000000000000000000000
00000000000000000000000000000000
00000000000000000000000000000000
00000000000000000000000000000000
00000000000000000000000000000000
00000000000000000000000000000000
00000000000000000000000000000000
00000000000000000000000000000000
00000000000000000000000000000000
00000000000000000000000000000000
00000000000000000000000000000000
00000000000000000000000000000000
00000000000000000000000000000000
00000000000000000000000000000000
00000000000000000000000000000000
00000000000000000000000000000000
00000000000000000000000000000000
00000000000000000000000000000000
00000000000000000000000000000000
00000000000000000000000000000000
00000000000000000000000000000000
00000000000000000000000000000000
00000000000000000000000000000000
00000000000000000000000000000000
00000000000000000000000000000000
00000000000000000000000000000000
00000000000000000000000000000000
00000000000000000000000000000000
00000000000000000000000000000000
00000000000000000000000000000000
00000000000000000000000000000000
00000000000000000000000000000000
00000000000000000000000000000000
00000000000000000000000000000000
00000000000000000000000000000000
00000000000000000000000000000000
00000000000000000000000000000000
00000000000000000000000000000000
00000000000000000000000000000000
00000000000000000000000000000000
00000000000000000000000000000000
00000000000000000000000000000000
00000000000000000000000000000000
00000000000000000000000000000000
00000000000000000000000000000000
00000000000000000000000000000000
00000000000000000000000000000000
00000000000000000000000000000000
00000000000000000000000000000000
00000000000000000000000000000000
00000000000000000000000000000000
00000000000000000000000000000000
00000000000000000000000000000000
00000000000000000000000000000000
00000000000000000000000000000000
00000000000000000000000000000000
00000000000000000000000000000000
00000000000000000000000000000000
00000000000000000000000000000000
00000000000000000000000000000000
00000000000000000000000000000000
00000000000000000000000000000000
00000000000000000000000000000000
00000000000000000000000000000000
00000000000000000000000000000000
00000000000000000000000000000000
00000000000000000000000000000000
00000000000000000000000000000000
00000000000000000000000000000000
00000000000000000000000000000000
00000000000000000000000000000000
00000000000000000000000000000000
00000000000000000000000000000000
00000000000000000000000000000000
00000000000000000000000000000000
00000000000000000000000000000000
00000000000000000000000000000000
00000000000000000000000000000000
00000000000000000000000000000000
00000000000000000000000000000000
00000000000000000000000000000000
00000000000000000000000000000000
00000000000000000000000000000000
00000000000000000000000000000000
00000000000000000000000000000000
00000000000000000000000000000000
00000000000000000000000000000000
00000000000000000000000000000000
00000000000000000000000000000000
00000000000000000000000000000000
00000000000000000000000000000000
00000000000000000000000000000000
00000000000000000000000000000000
00000000000000000000000000000000
00000000000000000000000000000000
00000000000000000000000000000000
00000000000000000000000000000000
00000000000000000000000000000000
00000000000000000000000000000000
00000000000000000000000000000000
00000000000000000000000000000000
00000000000000000000000000000000
00000000000000000000000000000000
00000000000000000000000000000000


```
**/design/flow/run.sh**
```bash
#!/bin/bash
# OpenROAD 26Q1-2900-gdf79404cd8, Yosys 0.63+post, stock flow scripts
make -C /OpenROAD-flow-scripts/flow DESIGN_CONFIG=/design/flow/config.mk WORK_HOME=/design/flow/orfs finish
```
**/design/flow/config.mk**
```make
export PLATFORM = sky130hd
export DESIGN_NAME = MemDatos
export DESIGN_NICKNAME = MemDatos
export VERILOG_FILES = /design/flow/design.v
export SDC_FILE = /design/flow/constraint.sdc
export NUM_CORES = 4
export LEC_CHECK = 1
export CORE_UTILIZATION = 50
export SYNTH_HDL_FRONTEND = slang
```
**/design/flow/constraint.sdc**
```tcl
current_design MemDatos

set clk_period 55.2
set clk_io_pct 0.2

create_clock -name clk0 -period $clk_period [get_ports {Clk}]

set non_clock_inputs [all_inputs -no_clocks]
set_input_delay [expr $clk_period * $clk_io_pct] -clock clk0 $non_clock_inputs
set_output_delay [expr $clk_period * $clk_io_pct] -clock clk0 [all_outputs]
```
**/design/flow/design.v**
```verilog
module MemDatos(
    input  wire        Clk,
	input  wire        MemWrite,
	input  wire		   MemRead,
    input  wire [31:0] Address,
    input  wire [31:0] WriteData,
    output reg  [31:0] ReadData
);
reg [31:0]Mem[0:127];
initial begin 
	$readmemb("Mdatos", Mem); 
end
always @(*) begin
	if(MemRead)
	ReadData = Mem[Address];
end
always @(posedge Clk) begin
	if (MemWrite)
		Mem[Address] <= WriteData;
end
endmodule
```
==> CHANGELOG.md <==
### Changed

- Vias after detailed routing: 91911
- TritonCTS clock tree: built
- Worst endpoint data arrival time: 14.98 ns
- Post-Layout Cell Count: 13891
- DIE HEIGHT: 562 µm
- Number of cells upsized or downsized after cts: 0
- Main area contributors after synthesis: sky130_fd_sc_hd__edfxtp_1 (78%), sky130_fd_sc_hd__a221oi_1 (3.9%), sky130_fd_sc_hd__mux2i_1 (2.4%), sky130_fd_sc_hd__a21oi_1 (2.2%), sky130_fd_sc_hd__a22oi_1 (1.9%)
- Final number of hold-violating endpoints: 0
- Number of fill cells in the layout: 22779
- Unrepaired setup endpoints after global routing: false
- Worst hold stages: 1
- Final tally of setup violations: 0
- Placeable core region: 0.312 mm²
- Max-Slew Margin vs Limit: 0.730%
- Io pins: 99
- Post-synthesis average cell area: 17.2 µm²
- Switching power of the nets: 1520 µW
- Ratio of final minimum period to clock period: 25.9%
- Number of unconstrained endpoints: 64
- Total cell area reported by yosys after synthesis: 0.157 mm²
- Number of logged tool warnings: 60
- Achievable frequency: 69.8 MHz
- Site row count: 205
- Class of the tightest hold or removal check: input port to flop
- Sum of routed wire length over all layers: 532000 µm
- Vias per Instance: 6.62
- Number of placed instances, taps included: 13103
- Main synth FF type: sky130_fd_sc_hd__edfxtp_1
- Maximum number of pins on one net before global-route repair: 108
- Final cell utilization of the core: 56.9%
- Element type at the critical path start: input port
- Detail Placement HPWL: 320000 µm
- Maximum count of clock buffers along a single path: 4
- Floorplan-stage core utilization: 50.3%
- Switching share of power: 23.0%
- Critical path cell sequence: buf_2 > buf_4 > nor2b_2 > buf_4 > nand2_1 > nor2_4 > buf_4
- Layout Area Growth over Synthesis: 13.1%
- Die area: 0.316 mm²
- Number of flops mapped to enable cells by yosys: 4096
- Post-layout minimum cycle time: 14.32 ns
- Number of CTS-inserted buffers: 413
- Yosys warning tally: 0
- Maximum fanout encountered on the critical timing path: 24
- GR peak layer: met2
- Met3 demand-to-capacity share in global routing: 31.8%
- Buffers inserted during post-CTS setup optimization: 0
- Number of instances in the synthesized netlist: 9131
- Type of the setup path with the least slack: input port to flop
- Final slew viol count: 0
- Slowest stage cell, crit path: sky130_fd_sc_hd__nor2_4
- Most common cell on crit path: sky130_fd_sc_hd__buf_4
- Endpoint kind of the worst setup timing path: flop
- Number of hold-repair buffers added at the cts stage: 0
- Iteration tally of the first detailed-router pass: 8
- Grt ovf: 0
- Highest ir drop seen on vdd: 0.0296 mV
- Power per unit of standard cell area: 37.3 mW/mm²
- Worst-path clk slew: 0.06 ns
- First-pass GRT wire length: 738000 µm
- Vias in the first global route: 95865
- Count of unclocked register or latch pins: 32
- Average wire per standard cell: 38.3 µm
- Remaining number of nets flagged by the antenna check after routing: 0
- Registers, synthesis: 4128
- GR Util met2: 51.5%
- Initial antenna violation count: 30
- Leakage: 0.0557 µW
- Floorplan die width: 562 µm
- DRC violations left: 0
- Post-synth top area share: 78.3%
- Post-synthesis cell count from yosys: 9131
- Cell internal pwr: 5100 µW
- Clock Root Buffer: sky130_fd_sc_hd__clkbuf_16
- Crit path DRT: 55.85 ns
- Iteration-0 DRC Markers: 7010
- Layout cells sized above 1: 14.9%
- Distinct cell type count after synthesis: 69
- Routability congestion estimate: 1.08
- Dominant cell type by area after synthesis: sky130_fd_sc_hd__edfxtp_1
- PortBufs: 73
- Share of power burned in combinational logic: 6.5%
- Asr flop ratio synth: 0%
- Run status: completed
- Global-route met1 utilization: 43.6%
- Transition time at the pin with the least slew margin: 1.47 ns
- Relative contribution of the clock network to total power: 41.5%
- Sequential share of power: 52.0%
- # Max-Cap Violations: 0
- CTS H-tree depth: 5
- Setup TNS: 0 ns
- GRT Total Usage: 38.1%
- Synthesized cell area: 0.157 mm²
- Largest stage delay on the critical path: 0.91 ns
==> power groups by stage <==
stage         clock (µW)  combinational (µW)  sequential (µW)
CTS                 2770                 415             3440
global route        2890                 442             3440
finish              2750                 428             3440
==> layer usage <==
| layer | vias to the layer above | wire [µm] | share of wire (%) |
|---|---|---|---|
| li1 | 38278 | - | - |
| met5 | - | 2310 | 0.44 |
| met3 | 1171 | 105000 | 20 |
| met4 | 58 | 33500 | 6.3 |
| met2 | 7146 | 236000 | 44 |
| met1 | 45258 | 154000 | 29 |
==> synthesized netlist by cell type, types with 11 or more instances <==
master and number:
sky130_fd_sc_hd__a221oi_1 702, sky130_fd_sc_hd__o22a_1 51, sky130_fd_sc_hd__a22oi_1 390, sky130_fd_sc_hd__edfxtp_1 4096
sky130_fd_sc_hd__o221ai_1 73, sky130_fd_sc_hd__nor4_1 19, sky130_fd_sc_hd__a222oi_1 22, sky130_fd_sc_hd__nand3b_1 24
sky130_fd_sc_hd__nor2b_1 37, sky130_fd_sc_hd__a22o_1 44, sky130_fd_sc_hd__buf_1 67, sky130_fd_sc_hd__buf_2 316
sky130_fd_sc_hd__nand2b_1 11, sky130_fd_sc_hd__nand4_1 25, sky130_fd_sc_hd__buf_4 48, sky130_fd_sc_hd__o311a_1 11
sky130_fd_sc_hd__nor3_1 43, sky130_fd_sc_hd__buf_6 36, sky130_fd_sc_hd__a221o_1 37, sky130_fd_sc_hd__a31oi_1 40
sky130_fd_sc_hd__nor2_1 467, sky130_fd_sc_hd__mux4_2 52, sky130_fd_sc_hd__nand2_1 320, sky130_fd_sc_hd__mux2_2 127
sky130_fd_sc_hd__o22ai_1 178, sky130_fd_sc_hd__o31ai_1 17, sky130_fd_sc_hd__a311oi_1 15, sky130_fd_sc_hd__o211ai_1 22
sky130_fd_sc_hd__a21oi_1 677, sky130_fd_sc_hd__a211o_1 23, sky130_fd_sc_hd__clkbuf_1 241, sky130_fd_sc_hd__o21ai_0 302
sky130_fd_sc_hd__o2bb2ai_1 22, sky130_fd_sc_hd__o2111ai_1 20, sky130_fd_sc_hd__mux2i_1 380, sky130_fd_sc_hd__dlxtp_1 32
==> placed cells by master, fill, tap and decap left out, types with 36 or more instances in the layout <==
cell type,instances
sky130_fd_sc_hd__mux2i_1,380
sky130_fd_sc_hd__a22o_1,44
sky130_fd_sc_hd__mux4_2,52
sky130_fd_sc_hd__nor2_1,341
sky130_fd_sc_hd__o21ai_0,298
sky130_fd_sc_hd__a22oi_1,390
sky130_fd_sc_hd__a221o_1,37
sky130_fd_sc_hd__mux2_2,127
sky130_fd_sc_hd__nand2_1,309
sky130_fd_sc_hd__buf_4,484
sky130_fd_sc_hd__a221oi_1,702
sky130_fd_sc_hd__a31oi_1,37
sky130_fd_sc_hd__o22ai_1,178
sky130_fd_sc_hd__clkbuf_1,85
sky130_fd_sc_hd__o22a_1,51
sky130_fd_sc_hd__bufinv_16,36
sky130_fd_sc_hd__a21oi_1,677
sky130_fd_sc_hd__edfxtp_1,4096
sky130_fd_sc_hd__nor2_4,125
sky130_fd_sc_hd__clkinv_1,103
sky130_fd_sc_hd__o221ai_1,73
sky130_fd_sc_hd__clkbuf_16,418
sky130_fd_sc_hd__clkinv_2,85
==> logic make-up after synthesis <==
group	Yosys count	share of synthesized area, %
compound gates	2730	12.3
flops	4096	78.3
latches	32	0.306
buf+inv	713	2.26
simple gates	996	2.71
mux	564	4.13
==> metrics by stage <==
step	total power, µW	area [µm²]	hold slack [ns]	worst slack, ns
floorplan	3680	157000	11.14	40.16
global placement	3920	164000	11.37	40.03
detailed placement	3920	164000	11.38	39.99
CTS	6630	177000	10.37	40.99
global route	6780	178000	10.44	40.82
finish	6620	178000	10.42	40.88
==> area by class of cell <==
type	instances	area, µm²	area share, %
flip-flops and latches	4128	123000	69.5
multi-input cells	4290	31200	17.6
clock buffers	503	10800	6.07
well taps	4140	5180	2.92
repair buffers	542	4330	2.44
clock inverters	257	2510	1.41
diodes	28	70.1	0.0395
inverters	3	31.3	0.0176
==> worst max-delay path, delay by kind of cell <==
kind / cells / cell delay [ns]
buffers and inverters: 4 / 1.92
and+or+nand+nor: 3 / 1.91
==> registers in the layout, indices dropped and copies added (netlist names) <==
signal	flops
Mem	4096
ReadData	32
==> worst paths after layout <==
path     startpoint                      to  slack [ns]
max      Address[3]  Mem[106][30]$_DFFE_PP_       40.88
min   WriteData[11]   Mem[48][11]$_DFFE_PP_       10.42
Power figures rest on the tool's default switching activity, not on a simulated workload.
