### design/flow/design.v
module BancoReg(
    input  wire        Clk,
    input  wire        RegEn,
    input  wire [4:0]  ReadReg1,
    input  wire [4:0]  ReadReg2,
    input  wire [4:0]  WriteReg,
    input  wire [31:0] WriteData,
    output reg  [31:0] ReadData1,
    output reg  [31:0] ReadData2
);
reg [31:0]Mem[0:31];
initial begin
	$readmemb("Bdatos", Mem); 
end
always @(posedge Clk) begin
	if (RegEn)
		Mem[WriteReg] <= WriteData;
end
always @(*) begin
	ReadData1 = Mem[ReadReg1];
	ReadData2 = Mem[ReadReg2];
end
endmodule
### design/flow/Bdatos
00000000000000000000000000000000 
00000000000000000000000000000000  
00000000000000000000000000000000  
00000000000000000000000000000000
00000000000000000000000000000000   
00000000000000000000000000000000
00000000000000000000000000000000
00000000000000000000000000000000
00000000000000000000000000000000
00000000000000000000000000000000  
00000000000000000000000000000000 
00000000000000000000000000000000  
00000000000000000000000000000000  
00000000000000000000000000000000  
00000000000000000000000000000000  
00000000000000000000000000000000 
00000000000000000000000000000000
00000000000000000000000000000000
00000000000000000000000000000000
00000000000000000000000000000000
00000000000000000000000000000000
00000000000000000000000000000000
00000000000000000000000000000000
00000000000000000000000000000000
00000000000000000000000000000000
00000000000000000000000000000000
00000000000000000000000000000000
00000000000000000000000000000000
00000000000000000000000000000000
00000000000000000000000000000000
00000000000000000000000000000000
00000000000000000000000000000000
00000000000000000000000000000000
### design/flow/run.sh
#!/bin/bash
# OpenROAD 26Q1-2900-gdf79404cd8, Yosys 0.63+post, stock flow scripts
make -C /OpenROAD-flow-scripts/flow DESIGN_CONFIG=/design/flow/config.mk WORK_HOME=/design/flow/orfs finish
### design/flow/config.mk
export PLATFORM = sky130hd
export DESIGN_NAME = BancoReg
export DESIGN_NICKNAME = BancoReg
export VERILOG_FILES = /design/flow/design.v
export SDC_FILE = /design/flow/constraint.sdc
export NUM_CORES = 4
export LEC_CHECK = 1
export CORE_UTILIZATION = 40
export SYNTH_HDL_FRONTEND = slang
### design/flow/constraint.sdc
current_design BancoReg

set clk_period 5.1
set clk_io_pct 0.2

create_clock -name clk0 -period $clk_period [get_ports {Clk}]

set non_clock_inputs [all_inputs -no_clocks]
set_input_delay [expr $clk_period * $clk_io_pct] -clock clk0 $non_clock_inputs
set_output_delay [expr $clk_period * $clk_io_pct] -clock clk0 [all_outputs]
==> qor.yml <==
outcome:
  status: "finished, final reports clean"
clocking:
  cts_buffers: 108
  clock-sinks: 1024
  clockBufferDepth: 3
  path_clk_slew_ps: 60
  cts_tree: "yes"
  cts-root-buf: "clkbuf_16"
  cts_hold_buf: 0
  cts_resized: 0
  cts_max_level: 3
  post_cts_buffers: 0
yosys:
  yosysCellCount: 3386
  syn_area_per_cell_sq_um: 14.41
  edf_count: 1024
  ys.flop_type: "edfxtp_1"
  yosysChipArea_sq_um: 48790
  syn_area_sq_um: 48790
  ys_ff: 1024
  yosys-top-cells-count: "1024 x edfxtp_1, 1024 x mux2i_1, 195 x nand2_1"
  yosysTopAreaCellShare: 0.6303
  synth_cells: 3386
  ys.warnings.count: 0
  ys_types: 23
  async_reset_ff_frac: 0
  top_cells_by_area: "edfxtp_1 63%, mux2i_1 21%, a22oi_1 3.0%"
  synth_seq_share: 0.6303
  yosysTopAreaCell: "edfxtp_1"
power:
  p_clk_frac: 0.405
  power.share.switching: 0.2309
  p_switching_uw: 4359
  p_total_uw: 18880
  p_int_uw: 14520
  combPwrFrac: 0.096
  ir_worst_vdd_mv: 0.2642
  pwr-share-seq: 0.498
  p_per_area_nw_per_um2: 334.1
  p_leak_uw: 0.02076
timing:
  whs_ps: 1152
  finalClockPeriodUsage: 0.9476
  drv_slew: 0
  tightestPinTransition_ps: 952.6
  setup_tns_ps: 0
  finalSetupViolCount: 0
  rsz0062_at_grt: "no"
  finalCriticalPeriod_ps: 4833
  slew_headroom: 0.3634
  max_freq_mhz: 206.9
  hold_viol: 0
layout:
  post-route-util: 0.4690
  largest-register: "Mem"
  finalInstanceArea_sq_um: 56500
  syn2layout_area_growth_pct: 15.79
  drive_gt1_frac: 0.1103
  largest_register_ffs: 1024
  reg_top3: "Mem (1024)"
job:
  tool_warnings: 26
  drv_cap: 0
global_routing:
  antenna_found_initial: 8
  overflow: 0
  grt_use_total: 0.2652
  grt_max_degree: 46
  grt_pass1_vias: 32300
  grt_pass1_wl_mm: 217.9
route:
  drtPass1Iterations: 6
  drt_wl_total_mm: 152.3
  antenna_left: 0
  vias: 31150
  drcViolationCount: 0
  drt_iter0_drc: 1979
  avgViaCountPerCell: 5.925
  wl_per_cell_um: 28.97
worst_setup_path:
  critPathLaunchType: "input port"
  required_ps: 4080
  critPathMaxFanout: 32
  cp-end-kind: "output pin"
  cp.arrival_ps: 3810
  path_class: "input port to output pin"
placed_design:
  dpl-instance-area_sq_um: 53130
  dp_hpwl_mm: 90.54
  io_buffers: 112
  routabilityCongestion: 0.9082
floorplan:
  die_h_um: 351.2
  ios: 113
  num_rows: 127
  initCoreUtil: 0.4051
  die_w_um: 351.2
  core_sq_um: 120400
  dieArea_sq_um: 123400
worst_hold_path:
  min_path_type: "input port to register"
==> power by group through the flow <==
| stage | clock [uW] | combinational (uW) | sequential (uW) |
|---|---|---|---|
| 6_report | 7650 | 1820 | 9400 |
| 5_1_grt | 8060 | 1930 | 9410 |
| 4_1_cts | 7750 | 1810 | 9400 |
==> final timing paths <==
check	from	to	slack, ps	cells past startpoint
worst max-delay path	ReadReg1[2]	ReadData1[14]	270	9
worst min-delay path	WriteData[3]	Mem[26][3]$_DFFE_PP_	1150	2
==> area by class of cell <==
class / count / area (sq um)
repair buffers: 321 / 3588
fillers: 10370 / 63950
multi-input cells: 2109 / 16780
clock buffers: 139 / 2819
diodes: 1 / 2.502
flip-flops and latches: 1024 / 30750
clock inverters: 51 / 540.5
well taps: 1612 / 2017
==> layer usage <==
layer | part of all wire | GRT usage | vias to the layer above
met5 | 0.0014 | 0.01020 | -
met4 | 0.033 | 0.07116 | 18
met2 | 0.46 | 0.3941 | 1711
li1 | - | - | 13760
met1 | 0.36 | 0.3383 | 15330
met3 | 0.14 | 0.1603 | 322
==> logic make-up after synthesis <==
group / share of synthesized area
AND-OR/OR-AND: 0.08042
multiplexers: 0.2101
flip-flops: 0.6303
AND/OR/NAND/NOR: 0.04714
buffers and inverters: 0.03211
==> through the flow <==
stage	instances	worst slack (ps)
after floorplan	3386	1646
after global placement	5066	332.6
after detailed placement	5066	313.6
after CTS	5256	313.9
after global routing	5256	188.5
final	5257	267.3
==> cells in the final DEF, fill, tap and decap left out, types with 2 or more instances in the layout <==
| cell type | count |
|---|---|
| a21oi_1 | 192 |
| a22o_1 | 128 |
| a22oi_1 | 192 |
| a31oi_1 | 64 |
| and2_4 | 2 |
| buf_12 | 71 |
| buf_4 | 138 |
| buf_8 | 2 |
| bufinv_16 | 11 |
| clkbuf_1 | 31 |
| clkbuf_16 | 108 |
| clkdlybuf4s50_1 | 110 |
| clkinv_1 | 19 |
| clkinv_2 | 14 |
| edfxtp_1 | 1024 |
| inv_6 | 6 |
| mux2i_1 | 1024 |
| nand2_1 | 193 |
| nand2_2 | 2 |
| nand2b_2 | 4 |
| nand3_1 | 194 |
| nand3b_1 | 5 |
| nor2_4 | 34 |
| nor2b_4 | 4 |
| nor3_1 | 64 |
| or2_2 | 2 |
| or3b_2 | 3 |
==> critical path: stages <==
cell	delay [ps]
clkdlybuf4s50_1	640
nor2b_4	230
buf_12	260
buf_4	260
a22o_1	140
nor3_1	50
a31oi_1	360
nand3_1	310
clkdlybuf4s50_1	480
No activity file was given, so power comes from the tool's default toggle rates.
